==> design.v <==
`timescale 1ns / 1ps
module correction(
    input clk, rst,
    input  [6:0] code_in,  
    input  [2:0] syndrome_in,
    output [3:0] data_out
    );
    reg [6:0] corrected;
    always @(*) begin
        corrected = code_in;
        if (syndrome_in != 3'b000)
            corrected[7 - syndrome_in] = ~corrected[7 - syndrome_in];  
    end
    assign data_out = {corrected[4], corrected[2], corrected[1], corrected[0]};  
endmodule
`timescale 1ns / 1ps
module decode(
        input clk, rst,
        input [6:0] code_in,  
        output reg [2:0] syndrome,
        output reg [3:0] data_out
    );
    wire [2:0] i_syndrome;
    wire [3:0] i_data_out;
    syndrome u_syndrome_cal(
        .clk(clk),
        .rst(rst),
        .code_in(code_in),
        .syndrome(i_syndrome)
    );
    correction u_correction(
        .clk(clk),
        .rst(rst),
        .code_in(code_in),
        .syndrome_in(i_syndrome),
        .data_out(i_data_out)
    );
    always @(posedge clk) begin
        syndrome <= i_syndrome;
        data_out <= i_data_out;
    end
endmodule
`timescale 1ns / 1ps
module syndrome(
    input clk, rst,
    input [6:0] code_in,  
    output reg [2:0] syndrome
    );
    always @(posedge clk) begin
        syndrome[2] <= code_in[3] ^ code_in[2] ^ code_in[1] ^ code_in[0];  
        syndrome[1] <= code_in[5] ^ code_in[4] ^ code_in[1] ^ code_in[0];  
        syndrome[0] <= code_in[6] ^ code_in[4] ^ code_in[2] ^ code_in[0];  
    end
endmodule
==> run.sh <==
#!/bin/bash
# OpenROAD 26Q1-2900-gdf79404cd8, Yosys 0.63+post, stock flow scripts
make -C /OpenROAD-flow-scripts/flow DESIGN_CONFIG=/design/flow/config.mk WORK_HOME=/design/flow/orfs finish
==> config.mk <==
export PLATFORM = sky130hd
export DESIGN_NAME = decode
export DESIGN_NICKNAME = decode
export VERILOG_FILES = /design/flow/design.v
export SDC_FILE = /design/flow/constraint.sdc
export NUM_CORES = 4
export LEC_CHECK = 1
export CORE_AREA = 10 10 72 72
export DIE_AREA = 0 0 82 82
==> constraint.sdc <==
current_design decode

set clk_period 1.9
set clk_io_pct 0.2

create_clock -name clk0 -period $clk_period [get_ports {clk}]

set non_clock_inputs [all_inputs -no_clocks]
set_input_delay [expr $clk_period * $clk_io_pct] -clock clk0 $non_clock_inputs
set_output_delay [expr $clk_period * $clk_io_pct] -clock clk0 [all_outputs]
==> insert_results.sql <==
-- physical implementation figures
INSERT INTO impl_metrics (metric_group, metric, value, unit) VALUES
('grt', 'grt_use_met3', '0.008811', ''),
('layout', 'layout_top_cells', 'clkdlybuf4s50_1 (14), dfxtp_1 (10), xnor2_1 (6), ha_1 (5)', ''),
('drt', 'post_drt_via_cell_ratio', '3.432', ''),
('pwr', 'cellPowerDensity', '1009', 'mW/mm^2'),
('final_timing', 'finalWorstPathRequiredPeriod', '1663', 'ps'),
('yosys', 'syn-mean-instance-area', '10.09', 'sq um'),
('cts', 'tritoncts', 'built', ''),
('pwr', 'intPower', '579.6', 'uW'),
('setup_path', 'cell_by_cell_trace_of_the_critical_path', 'ha_1 -> ha_1 -> inv_1 -> ha_1 -> nor2_1 -> nand4b_1 -> o21ai_0', ''),
('drt', 'drt_drc_violations_left', '0', ''),
('setup_path', 'criticalPathCategory', 'register to register', ''),
('pwr', 'p_sw_frac', '0.2561', ''),
('yosys', 'synth.distinct_cells', '19', ''),
('final_timing', 'grt_setup_unrepaired', 'no', ''),
('floorplan', 'io_pins', '16', ''),
('pwr', 'total_switching_power', '199.5', 'uW'),
('grt', 'grt_start_max_net_pins', '9', ''),
('setup_path', 'startpoint_class_of_the_critical_path', 'register', ''),
('setup_path', 'register_to_register_setup_slack', '240', 'ps'),
('final_timing', 'max_slew.worst_pin.slew', '302.8', 'ps'),
('pwr', 'vdd_drop_max', '175.6', 'uV'),
('final_timing', 'clock_skew', '2.776', 'ps'),
('floorplan', 'die_h', '82', 'um'),
('setup_path', 'crit_required', '2050', 'ps'),
('setup_path', 'setup.worst_path.end_class', 'register', ''),
('drt', 'drt_iter0_markers', '24', ''),
('layout', 'fraction_of_layout_instances_using_a_drive_strength_above_1', '0.1143', ''),
('yosys', 'synth.cell_area', '494.2', 'sq um'),
('floorplan', 'initial_core_util', '0.1340', ''),
('drt', 'vias', '405', ''),
('flow_run', 'drv.max_cap_violation_count', '0', ''),
('cts', 'cts-root-to-sink-buffers', '2', ''),
('layout', 'lay_top_count', 'clkdlybuf4s50_1', ''),
('grt', 'grt_most_used_layer', 'met2', ''),
('cts', 'tritoncts.num_buffers', '3', ''),
('yosys', 'seq_area_frac_synth', '0.4051', ''),
('final_timing', 'hold_violations', '0', ''),
('final_timing', 'setup-violations-final', '0', ''),
('floorplan', 'chipArea', '0.006724', 'sq mm'),
('grt', 'groute.layer.met1.usage', '0.03770', ''),
('cts', 'clkLatencyLatePin', '230', 'ps'),
('drt', 'antenna_left', '0', ''),
('cts', 'htree_levels', '1', ''),
('worst_hold_path', 'hp-class', 'register to register', ''),
('yosys', 'post_synth_inst_count', '49', ''),
('yosys', 'synth_chip_area', '494.2', 'sq um'),
('pwr', 'power.sequential.fraction', '0.365', ''),
('layout', 'areaGrowthSynthToFinish', '56.20', '%'),
('cts', 'cts.clk_slew.worst_paths', '40', 'ps'),
('grt', 'grt_pass1_wl', '1725', 'um'),
('grt', 'grt_util_met2', '0.05408', ''),
('cts', 'cts-hold-fix-buffers', '0', ''),
('final_timing', 'fmaxAchievable', '601.5', 'MHz'),
('cts', 'cts.repair_timing.setup_buffer_count', '0', ''),
('setup_path', 'delay_contributed_by_the_slowest_stage_of_the_critical_path', '430', 'ps'),
('setup_path', 'critical-path-top-cell-by-count', 'ha_1', ''),
('yosys', 'yosysCellCount', '49', ''),
('final_timing', 'sum_of_negative_setup_slack', '0', 'ps'),
('setup_path', 'crit_path_max_fanout', '6', ''),
('pwr', 'p_clk_frac', '0.320', ''),
('pwr', 'power.share.combinational', '0.315', ''),
('cts', 'post_cts_resize_count', '0', ''),
('yosys', 'ys_warn_count', '3', ''),
('flow_run', 'total_tool_warning_count', '28', ''),
('setup_path', 'cp_slowest_cell', 'dfxtp_1', ''),
('outcome', 'outcome', 'finished clean', ''),
('yosys', 'synth.ff_latch_count', '10', ''),
('drt', 'route.antenna.diode_count', '0', ''),
('layout', 'post-route-util', '0.2093', ''),
('cts', 'clockRootBuffer', 'clkbuf_8', ''),
('final_timing', 'max_slew_margin', '0.7955', '');
power groups by stage:
stage                 clock network, uW  registers [uW]  logic, uW
after CTS                           259             286        248
after global routing                272             291        274
final                               249             284        245
flip-flops by register name, indices dropped and copies added (netlist names):
signal and flops:
syndrome 3, u_syndrome_cal.syndrome 3, data_out 4
layer usage:
metal | vias to the layer above | wire length [um] | part of all wire
met5 | - | 0 | 0
met4 | 0 | 9 | 0.0082
met3 | 2 | 110 | 0.10
met2 | 9 | 512 | 0.47
met1 | 180 | 467 | 0.42
li1 | 214 | - | -
critical path, delay by kind of cell (launching register included):
kind | cells | cell delay, ps
and+or+nand+nor | 2 | 270
adders and majority gates | 3 | 660
DFF | 1 | 430
buffers and inverters | 1 | 50
AOI/OAI and AO/OA | 1 | 170
cell usage after synthesis:
cell,instances,area share
dfxtp_1,10,0.41
xnor2_1,6,0.11
ha_1,5,0.13
o21ai_0,4,0.041
inv_1,3,0.023
nand2_1,3,0.023
nand3_1,3,0.030
a21oi_1,2,0.020
nor2_1,2,0.015
xor2_1,2,0.035
and4_1,1,0.018
mux2i_1,1,0.020
mux4_2,1,0.046
nand2b_1,1,0.013
nand3b_1,1,0.015
nand4b_1,1,0.018
o21ai_1,1,0.010
o2bb2ai_1,1,0.018
o41ai_1,1,0.018
worst paths after layout:
path,startpoint,to,depth (start not counted)
worst max-delay path,u_syndrome_cal.syndrome[0],data_out[2],7
worst min-delay path,u_syndrome_cal.syndrome[1],syndrome[1],0
worst max register to register,u_syndrome_cal.syndrome[0],data_out[2],7
worst min register to register,u_syndrome_cal.syndrome[1],syndrome[1],0
logic make-up (layout without fill, tap and decap cells):
logic type	after synthesis	count (layout)	synth area share
buffers and inverters	3	24	0.02278
adder cells (fa/ha/maj)	5	5	0.1266
AND-OR/OR-AND	9	9	0.1063
XOR/XNOR	8	8	0.1418
flip-flops	10	10	0.4051
multiplexers	2	2	0.06582
AND/OR/NAND/NOR	12	12	0.1317
cell type report:
type | count | area, sq um
Multi-Input combinational cell | 36 | 282.8
Fill cell | 404 | 2917
Tap cell | 48 | 60.06
Timing Repair Buffer | 17 | 162.7
Sequential cell | 10 | 200.2
Clock buffer | 4 | 55.05
Inverter | 3 | 11.26
stage by stage:
stage          hold slack (ps)  instance area [sq um]  setup slack [ps]  cells
5_1_grt                  422.7                  772.0             69.26    118
4_1_cts                  412.5                  772.0             234.7    118
2_1_floorplan            391.5                  494.2             408.4     49
6_report                 401.5                  772.0             237.4    118
3_3_place_gp             392.4                  716.9             69.86    114
3_5_place_dp             405.8                  716.9             95.27    114
Power figures rest on the tool's default switching activity, not on a simulated workload.

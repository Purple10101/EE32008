$ cat flow/config.mk
export PLATFORM = sky130hd
export DESIGN_NAME = encoder
export DESIGN_NICKNAME = encoder
export VERILOG_FILES = /design/flow/design.v
export SDC_FILE = /design/flow/constraint.sdc
export NUM_CORES = 4
export LEC_CHECK = 1
export CORE_AREA = 10 10 70 70
export DIE_AREA = 0 0 80 80
$ cat flow/constraint.sdc
current_design encoder

set clk_period 1.3
set clk_io_pct 0.2

create_clock -name clk0 -period $clk_period [get_ports {clk}]

set non_clock_inputs [all_inputs -no_clocks]
set_input_delay [expr $clk_period * $clk_io_pct] -clock clk0 $non_clock_inputs
set_output_delay [expr $clk_period * $clk_io_pct] -clock clk0 [all_outputs]
$ cat flow/design.v
`timescale 1ns / 1ps
module encoder(
    input clk, rst,
    input [3:0] data_in,  
    output reg [6:0] code_out
    );
    wire p1, p2, p3;
    assign p1 = data_in[3] ^ data_in[2] ^ data_in[0];
    assign p2 = data_in[3] ^ data_in[1] ^ data_in[0];
    assign p3 = data_in[2] ^ data_in[1] ^ data_in[0];
    always @(posedge clk) begin
        code_out <= {p1, p2, data_in[3], p3, data_in[2], data_in[1], data_in[0]};
    end 
endmodule
$ cat flow/run.sh
#!/bin/bash
# OpenROAD 26Q1-2900-gdf79404cd8, Yosys 0.63+post, stock flow scripts
make -C /OpenROAD-flow-scripts/flow DESIGN_CONFIG=/design/flow/config.mk WORK_HOME=/design/flow/orfs finish
==> run summary <==
Synthesis and PnR results.

- The flow ran to the end, and the final reports show no timing, DRC or antenna violations.
- The finished cells cover 424 um^2.
- The number of instances on the worst hold path is 1.
- The clock period could shrink to 1.26 ns.
- The average detailed-routed wire length per instance reads 6.94 um.
- The max-cap check violation count reads 0.
- The total die area is 0.00640 mm^2.
- The number of design rule violations left after detail routing reads 0.
- The power per cell area reads 1190 mW/mm^2.
- In the layout the commonest cells are 6 x dlymetal6s2s_1, 5 x clkdlybuf4s50_1, 4 x dfxtp_1.
- The number of cells in Yosys stat is 10.
- The vertical die dimension reported for this design is 80 um.
- The remaining global-route overflow is 0.
- The CTS tree reads built.
- The area of combinational cells with multiple inputs is 71.3 um^2.
- The number of DRC markers in iteration 0 reads 0.
- The final power report lists total power as 507 uW.
- The number of sinks driven by the clock tree is 7.
- The clock-pin slew on the worst setup and hold paths is 0.05 ns.
- The count of pins over their slew limit reads 0.
- The largest fanout of any net on the critical path is 1.
- The critical setup path kind reads reg2out.
- After layout, the worst setup slack is 0.0411 ns.
- The number of antenna violations at the first check in global routing is 0.
- The via count of the first global-routing pass is 144.
- The xor-xnor portion of the synthesized cell area reads 33.7%.
- The ratio of final minimum period to clock period is 96.8%.
- The number of buffer and inverter instances along the worst setup path is 1.
- The path category of the worst min-delay check reads in2reg.
- The post-synthesis cell type count is 2.
- The fill cell instance count of the final layout is 382.
- The total count of hold-check failures in the final report reads 0.
- The combined area of all synthesized cells reads 211 um^2.
- In the final layout, the registers with the most flip-flops are code_out x7.
- The pin slew with the least headroom to its limit is 0.176 ns.
- The number of levels in the clock H-tree reads 1.
- Measured along the x axis, the die boundary spans 80 um.
- The number of ports placed on the die boundary is 13.
- Setup repair after global routing left no endpoint under its margin.
- In this run the deepest clock path goes through 2 buffers.
- The count of nets left with antenna violations once routing finished came out at 0.
- OpenSTA, run right after detailed placement, puts the worst setup slack at -0.0447 ns.
- The sequential fraction of the synthesis area is 66.3%.
- The total number of placement rows is 21.
- The CTS buffer count is 3.
- The summed negative setup slack over all endpoints reads 0 ns.
- The area fraction in full adders, half adders and majority gates reads 0%.
- The report lists the cells along the critical path as clkdlybuf4s50_1.
- By instance count after routing, the leading logic cell type is dlymetal6s2s_1.
- The largest non-sequential cell family by area is XOR/XNOR gates.
- After synthesis the netlist holds a flip-flop and latch count of 7.
- The gate count of the mapped netlist reads 10.
- The proportion of netlist area held by the largest area contributor is 66.3%.
- Derived from the worst setup path, the maximum achievable clock frequency is 0.794 GHz.
- The cell family contributing the most delay on the critical path is buffers and inverters.
- The final cell count without fillers reads 71.
- The share of post-route cells with drive strength above 1 is 24.0%.
- The average footprint of a synthesized cell is 21.1 um^2.
- The top register by number of flip-flops is code_out.
- Endpoints with negative setup slack in the final report add up to 0.
- The largest individual stage delay along the critical path comes from the cell clkdlybuf4s50_1.
- The number of OpenROAD warnings is 26.
- Of all cell types, the one taking the most synthesized area is dfxtp_1.
- The final weighted congestion in routability-driven placement is 0.764.
- Multiplexer cells account for 0% of the synthesized area.
- The via-per-instance ratio reads 1.96.
- For this run, the script counts the antenna cells in the layout as 0.
- Looking at the clock tree report, the root buffer type is clkbuf_4.
- The simple-gate share of the synthesized area reads 0%.
- The layout report lists the combined flip-flop and latch area as 144 um^2.
- The post-cts hold buffer count reads 0.
- Entering global routing, the biggest net connects 5 pins.
- The worst setup path is captured at an output pin.
- The data arrival at the endpoint of the critical path reads 1.00 ns.
- On the final layout, the worst hold slack is 0.538 ns.
- The leakage power of the design is 0.218 nW.
- The first global-routing pass estimated 696 um of wire.
- The critical path depth in cells reads 1.
- The total vias in the final route reads 139.
- Yosys attributes the largest share of cell area to dfxtp_1 66%, xor3_1 34%.
- The utilization after layout reads 12.4%.
- The post-synthesis compound-gate area fraction reads 0%.
- The number of warnings issued by yosys is 1.
- The core box area reads 0.00342 mm^2.
- The post-synth area from yosys stat reads 211 um^2.
- The detailed-route wire length is 493 um.
- The all-layer global routing usage reads 1.35%.
- The total instance count after detailed placement is 67.
- The total cell area at the placement stage reads 379 um^2.
- The number of port buffers reads 11.
- The number of search-and-repair iterations in the first detailed-routing pass reads 1.
- The maximum VDD drop is 156 uV.
- The starting utilization of the core area is 6.19%.
- The relative slew slack reads 88.2%.
- The required time of the critical path reads 1.04 ns.
- The register with the most flip-flops in the layout has 7 of them.
- The startpoint type of the worst setup path is a flip-flop.
- On the worst path, the slowest cell contributes a delay of 0.46 ns.
- The synthesis-to-finish area growth reads 101%.
-- logic make-up after synthesis --
logic type / after synthesis
xor gates and xnor gates: 3
DFF: 7
-- where the power goes --
| part | switching [mW] | total (mW) | internal [mW] |
|---|---|---|---|
| Sequential | 0.00448 | 0.243 | 0.239 |
| Clock | 0.0730 | 0.190 | 0.117 |
| Combinational | 0.0142 | 0.0738 | 0.0596 |
-- synth_stat cells --
cell type / instances
dfxtp_1: 7
xor3_1: 3
-- worst paths after layout --
check	from	end	slack, ns
worst max-delay path	code_out[1]	code_out[1]	0.04
worst min-delay path	data_in[1]	code_out[1]	0.54
-- layout make-up --
class	count	area share, %
clock buffers	4	6.19
repair buffers	11	29.5
multi-input cells	3	16.8
flip-flops and latches	7	33.9
well taps	46	13.6
-- repair_timing --
action | 4_1_cts | 5_1_grt
hold endpoints to repair | 0 | 0
gates resized | 0 | 9
setup buffers | 0 | 0
setup endpoints to repair | 0 | 6
-- layer usage --
| metal | part of all wire [%] | GRT usage [%] | vias to the layer above |
|---|---|---|---|
| met5 | 0 | 0 | - |
| met4 | 5.5 | 0.880 | 0 |
| met3 | 19 | 1.25 | 5 |
| met2 | 36 | 1.44 | 15 |
| met1 | 40 | 1.62 | 56 |
| li1 | - | - | 63 |
Power figures rest on the tool's default switching activity, not on a simulated workload.
